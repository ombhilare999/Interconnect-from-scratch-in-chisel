==> /design/flow/design.v <==
module Transmitter(
  input         clock,
  input         reset,
  input         io_TOP_WR,
  input         io_TOP_RD,
  input  [3:0]  io_TOP_ADDRESS,
  input  [31:0] io_TOP_WDATA,
  output [31:0] io_TOP_RDATA,
  input  [3:0]  io_TOP_LENGTH,
  output        io_WR,
  output        io_RD,
  output [3:0]  io_ADDRESS,
  output [31:0] io_WDATA,
  input  [31:0] io_RDATA,
  input         io_RX_READY,
  input         io_RX_RDDATAVALID
);
  reg [3:0] r_len;  
  reg [3:0] r_address;  
  reg [31:0] r_wdata;  
  reg  r_wr;  
  reg  r_rd;  
  reg [2:0] r_transaction_cnt;  
  reg  read_wait;  
  wire  read_write = read_wait & io_RX_RDDATAVALID;  
  reg [1:0] state;  
  wire  _T_3 = 2'h0 == state;  
  wire  _T_5 = r_transaction_cnt == 3'h0;  
  wire [2:0] _T_8 = r_transaction_cnt + 3'h1;  
  wire  _T_12 = io_TOP_LENGTH > 4'h1;  
  wire  _GEN_17 = io_RX_READY | read_wait;  
  wire [31:0] _GEN_49 = read_write ? io_RDATA : 32'h0;  
  wire  _T_26 = 2'h1 == state;  
  wire  _T_27 = ~io_RD;  
  wire  _T_28 = io_RX_READY & _T_27;  
  wire  _T_29 = _T_28 | io_RX_RDDATAVALID;  
  wire  _T_31 = r_len > 4'h1;  
  wire [3:0] _T_33 = r_address + 4'h1;  
  wire [3:0] _T_35 = r_len - 4'h1;  
  wire  _GEN_55 = _T_31 & r_wr;  
  wire  _GEN_56 = _T_31 & r_rd;  
  wire [31:0] _GEN_74 = _T_26 ? _GEN_49 : 32'h0;  
  assign io_TOP_RDATA = _T_3 ? _GEN_49 : _GEN_74;  
  assign io_WR = r_wr;  
  assign io_RD = r_rd;  
  assign io_ADDRESS = r_address;  
  assign io_WDATA = r_wdata;  
  always @(posedge clock) begin
    if (reset) begin
      r_len <= 4'h0;
    end else if (_T_3) begin
      if (io_TOP_WR) begin
        if (_T_5) begin
          r_len <= io_TOP_LENGTH;
        end
      end else if (io_TOP_RD) begin
        if (_T_5) begin
          r_len <= io_TOP_LENGTH;
        end
      end
    end else if (_T_26) begin
      if (_T_29) begin
        if (_T_31) begin
          r_len <= _T_35;
        end else begin
          r_len <= 4'h0;
        end
      end
    end
    if (reset) begin
      r_address <= 4'h0;
    end else if (_T_3) begin
      if (io_TOP_WR) begin
        if (_T_5) begin
          r_address <= io_TOP_ADDRESS;
        end
      end else if (io_TOP_RD) begin
        if (_T_5) begin
          r_address <= io_TOP_ADDRESS;
        end
      end
    end else if (_T_26) begin
      if (_T_29) begin
        if (_T_31) begin
          r_address <= _T_33;
        end else begin
          r_address <= 4'h0;
        end
      end
    end
    if (reset) begin
      r_wdata <= 32'h0;
    end else if (_T_3) begin
      if (io_TOP_WR) begin
        if (_T_5) begin
          r_wdata <= io_TOP_WDATA;
        end
      end
    end else if (_T_26) begin
      if (_T_29) begin
        if (_T_31) begin
          r_wdata <= io_TOP_WDATA;
        end else begin
          r_wdata <= 32'h0;
        end
      end
    end
    if (reset) begin
      r_wr <= 1'h0;
    end else if (_T_3) begin
      if (io_TOP_WR) begin
        if (_T_12) begin
          r_wr <= io_TOP_WR;
        end else if (_T_5) begin
          r_wr <= io_TOP_WR;
        end
      end else if (io_TOP_RD) begin
        if (_T_12) begin
          r_wr <= io_TOP_WR;
        end else if (_T_5) begin
          r_wr <= io_TOP_WR;
        end
      end
    end else if (_T_26) begin
      if (_T_29) begin
        r_wr <= _GEN_55;
      end
    end
    if (reset) begin
      r_rd <= 1'h0;
    end else if (_T_3) begin
      if (io_TOP_WR) begin
        if (_T_12) begin
          r_rd <= io_TOP_RD;
        end else if (_T_5) begin
          r_rd <= io_TOP_RD;
        end
      end else if (io_TOP_RD) begin
        if (_T_12) begin
          r_rd <= io_TOP_RD;
        end else if (_T_5) begin
          r_rd <= io_TOP_RD;
        end
      end
    end else if (_T_26) begin
      if (_T_29) begin
        r_rd <= _GEN_56;
      end
    end
    if (reset) begin
      r_transaction_cnt <= 3'h0;
    end else if (_T_3) begin
      if (io_TOP_WR) begin
        if (_T_5) begin
          if (io_RX_READY) begin
            r_transaction_cnt <= 3'h0;
          end else begin
            r_transaction_cnt <= _T_8;
          end
        end else if (io_RX_READY) begin
          r_transaction_cnt <= 3'h0;
        end else begin
          r_transaction_cnt <= _T_8;
        end
      end else if (io_TOP_RD) begin
        if (_T_5) begin
          if (io_RX_READY) begin
            r_transaction_cnt <= 3'h0;
          end else begin
            r_transaction_cnt <= _T_8;
          end
        end else if (io_RX_READY) begin
          r_transaction_cnt <= 3'h0;
        end else begin
          r_transaction_cnt <= _T_8;
        end
      end
    end else if (_T_26) begin
      if (_T_29) begin
        r_transaction_cnt <= 3'h0;
      end else begin
        r_transaction_cnt <= _T_8;
      end
    end
    if (reset) begin
      read_wait <= 1'h0;
    end else if (_T_3) begin
      if (read_write) begin
        read_wait <= _T_12;
      end else if (!(io_TOP_WR)) begin
        if (io_TOP_RD) begin
          if (_T_5) begin
            read_wait <= _GEN_17;
          end else begin
            read_wait <= _GEN_17;
          end
        end
      end
    end else if (_T_26) begin
      if (_T_29) begin
        read_wait <= _T_31;
      end
    end
    if (reset) begin
      state <= 2'h0;
    end else if (_T_3) begin
      if (io_TOP_WR) begin
        if (_T_12) begin
          state <= 2'h1;
        end
      end else if (io_TOP_RD) begin
        if (_T_12) begin
          state <= 2'h1;
        end
      end else begin
        state <= 2'h0;
      end
    end else if (_T_26) begin
      if (_T_29) begin
        state <= {{1'd0}, _T_31};
      end
    end
  end
endmodule
module Receiver(
  input         clock,
  input         io_WR,
  input         io_RD,
  input  [3:0]  io_ADD,
  input  [31:0] io_WDATA,
  output [31:0] io_RDATA,
  input         io_TOP_READY,
  input         io_TOP_RDDATAVALID,
  output        io_READY,
  output        io_RDDATAVALID
);
  reg [31:0] rf [0:9];  
  wire [31:0] rf__T_10_data;  
  wire [3:0] rf__T_10_addr;  
  wire [31:0] rf__T_8_data;  
  wire [3:0] rf__T_8_addr;  
  wire  rf__T_8_mask;  
  wire  rf__T_8_en;  
  wire  _T_3 = ~io_RD;  
  wire  _T_4 = io_READY & _T_3;  
  wire  _T_5 = _T_4 | io_RDDATAVALID;  
  wire  r_wr = _T_5 & io_WR;  
  wire [31:0] _GEN_3 = io_RD ? rf__T_10_data : 32'h0;  
  wire  _GEN_12 = r_wr ? 1'h0 : io_RD;  
  wire [31:0] _GEN_13 = r_wr ? 32'h0 : _GEN_3;  
  assign rf__T_10_addr = _T_5 ? io_ADD : 4'h0;
  assign rf__T_10_data = rf[rf__T_10_addr];  
  assign rf__T_8_data = _T_5 ? io_WDATA : 32'h0;
  assign rf__T_8_addr = _T_5 ? io_ADD : 4'h0;
  assign rf__T_8_mask = 1'h1;
  assign rf__T_8_en = _T_5 & r_wr;
  assign io_RDATA = _T_5 ? _GEN_13 : 32'h0;  
  assign io_READY = io_TOP_READY;  
  assign io_RDDATAVALID = io_TOP_RDDATAVALID;  
  always @(posedge clock) begin
    if(rf__T_8_en & rf__T_8_mask) begin
      rf[rf__T_8_addr] <= rf__T_8_data;  
    end
  end
endmodule
module Top(
  input         clock,
  input         reset,
  input         io_top_wr,
  input         io_top_rd,
  input  [3:0]  io_top_address,
  input  [31:0] io_top_wdata,
  output [31:0] io_top_rdata,
  input  [3:0]  io_top_length,
  input         io_top_ready,
  input         io_top_rddatavalid
);
  wire  Tx_clock;  
  wire  Tx_reset;  
  wire  Tx_io_TOP_WR;  
  wire  Tx_io_TOP_RD;  
  wire [3:0] Tx_io_TOP_ADDRESS;  
  wire [31:0] Tx_io_TOP_WDATA;  
  wire [31:0] Tx_io_TOP_RDATA;  
  wire [3:0] Tx_io_TOP_LENGTH;  
  wire  Tx_io_WR;  
  wire  Tx_io_RD;  
  wire [3:0] Tx_io_ADDRESS;  
  wire [31:0] Tx_io_WDATA;  
  wire [31:0] Tx_io_RDATA;  
  wire  Tx_io_RX_READY;  
  wire  Tx_io_RX_RDDATAVALID;  
  wire  Rx_clock;  
  wire  Rx_io_WR;  
  wire  Rx_io_RD;  
  wire [3:0] Rx_io_ADD;  
  wire [31:0] Rx_io_WDATA;  
  wire [31:0] Rx_io_RDATA;  
  wire  Rx_io_TOP_READY;  
  wire  Rx_io_TOP_RDDATAVALID;  
  wire  Rx_io_READY;  
  wire  Rx_io_RDDATAVALID;  
  Transmitter Tx (  
    .clock(Tx_clock),
    .reset(Tx_reset),
    .io_TOP_WR(Tx_io_TOP_WR),
    .io_TOP_RD(Tx_io_TOP_RD),
    .io_TOP_ADDRESS(Tx_io_TOP_ADDRESS),
    .io_TOP_WDATA(Tx_io_TOP_WDATA),
    .io_TOP_RDATA(Tx_io_TOP_RDATA),
    .io_TOP_LENGTH(Tx_io_TOP_LENGTH),
    .io_WR(Tx_io_WR),
    .io_RD(Tx_io_RD),
    .io_ADDRESS(Tx_io_ADDRESS),
    .io_WDATA(Tx_io_WDATA),
    .io_RDATA(Tx_io_RDATA),
    .io_RX_READY(Tx_io_RX_READY),
    .io_RX_RDDATAVALID(Tx_io_RX_RDDATAVALID)
  );
  Receiver Rx (  
    .clock(Rx_clock),
    .io_WR(Rx_io_WR),
    .io_RD(Rx_io_RD),
    .io_ADD(Rx_io_ADD),
    .io_WDATA(Rx_io_WDATA),
    .io_RDATA(Rx_io_RDATA),
    .io_TOP_READY(Rx_io_TOP_READY),
    .io_TOP_RDDATAVALID(Rx_io_TOP_RDDATAVALID),
    .io_READY(Rx_io_READY),
    .io_RDDATAVALID(Rx_io_RDDATAVALID)
  );
  assign io_top_rdata = Tx_io_TOP_RDATA;  
  assign Tx_clock = clock;
  assign Tx_reset = reset;
  assign Tx_io_TOP_WR = io_top_wr;  
  assign Tx_io_TOP_RD = io_top_rd;  
  assign Tx_io_TOP_ADDRESS = io_top_address;  
  assign Tx_io_TOP_WDATA = io_top_wdata;  
  assign Tx_io_TOP_LENGTH = io_top_length;  
  assign Tx_io_RDATA = Rx_io_RDATA;  
  assign Tx_io_RX_READY = Rx_io_READY;  
  assign Tx_io_RX_RDDATAVALID = Rx_io_RDDATAVALID;  
  assign Rx_clock = clock;
  assign Rx_io_WR = Tx_io_WR;  
  assign Rx_io_RD = Tx_io_RD;  
  assign Rx_io_ADD = Tx_io_ADDRESS;  
  assign Rx_io_WDATA = Tx_io_WDATA;  
  assign Rx_io_TOP_READY = io_top_ready;  
  assign Rx_io_TOP_RDDATAVALID = io_top_rddatavalid;  
endmodule
==> /design/flow/run.sh <==
#!/bin/bash
# OpenROAD 26Q1-2900-gdf79404cd8, Yosys 0.63+post, stock flow scripts
make -C /OpenROAD-flow-scripts/flow DESIGN_CONFIG=/design/flow/config.mk WORK_HOME=/design/flow/orfs finish
==> /design/flow/config.mk <==
export PLATFORM = sky130hd
export DESIGN_NAME = Top
export DESIGN_NICKNAME = Top
export VERILOG_FILES = /design/flow/design.v
export SDC_FILE = /design/flow/constraint.sdc
export NUM_CORES = 4
export LEC_CHECK = 1
export CORE_UTILIZATION = 50
==> /design/flow/constraint.sdc <==
current_design Top

set clk_period 14.5
set clk_io_pct 0.2

create_clock -name clk0 -period $clk_period [get_ports {clock}]

set non_clock_inputs [all_inputs -no_clocks]
set_input_delay [expr $clk_period * $clk_io_pct] -clock clk0 $non_clock_inputs
set_output_delay [expr $clk_period * $clk_io_pct] -clock clk0 [all_outputs]
==> out/metrics.yaml <==
status: "complete, no violations"
worstSetupPathType: "in2out"
setup_violations: 0
logic_area_mm2: 0.00462
synth_cell_types: 55
fill_cells: 2316
post_cts_resized: 0
hold_viol: 0
seq_area_mm2: 0.0106
finalCoreUtilization: 0.593
ys_sh_aoi: 0.103
globalplace.congestion: 0.848
postCtsHoldBufs: 0
grt_pass1_wl_um: 59400
max_freq_mhz: 113
drc_errors: 0
yosys_warnings: 2
power_density_mw_per_mm2: 144
reg2reg_depth: 6
fin_crit_sh: 0.610
r2r_slack_ns: 11.26
top_logic_kind: "AND-OR/OR-AND gates"
track_usage: 0.280
warnings: 27
synth.area.top_cells: "edfxtp_1 62%, dfxtp_1 6.2%, mux2_2 4.5%"
synth_seq_share: 0.677
ys_sh_simple: 0.0816
synth-edff-count: 320
yosys.area.top_type: "edfxtp_1"
core_mm2: 0.0307
rows: 64
required_ns: 11.60
max_cap_viol_count: 0
cp_max_fo: 21
synth_adder_area_share: 0.00400
synth_async_sr_flop_share: 0
yosysCellCount: 1109
netlist_area_mm2: 0.0156
area_delta_synth_final_pct: 16.4
die-area_mm2: 0.0320
wl_per_cell_um: 24.3
boundaryPins: 78
grt_max_degree: 54
dr.pass1.iters: 5
drive_gt1_frac: 0.160
cts_max_level: 2
drv_slew: 0
ant_nets: 0
xor_area_frac: 0.00168
most_common_cell: "edfxtp_1"
worstPathArrival_ns: 5.95
fin_tns_setup_ns: 0
avgSynthCellArea_um2: 14.1
p_leak_nw: 6.21
path_clk_slew_ns: 0.06
cts_root_buf: "clkbuf_16"
gr-total-overflow: 0
min_period_ns: 8.85
instances_no_fill: 1612
cts_max_path_buffers: 3
numCtsBuffers: 39
min_path_type: "reg2reg"
die.size.y_um: 179
die_width_um: 179
fin_worst_hold_slack_ns: 0.453
vias: 9792
tightest_slew_ns: 0.884
dpl.cell_count: 1541
top_area_frac: 0.615
whs_path_depth: 2
postCtsSetupRepairBufs: 0
routed_via_density: 6.07
synth-area-yosys_mm2: 0.0156
top_cells_by_count: "320 x edfxtp_1, 115 x nand2_1, 70 x mux2i_1"
yosys_most_used_dff: "edfxtp_1"
slew_headroom: 0.409
clkSinkCount: 368
diodes: 0
netlist_instances: 1109
end_kind: "output port"
drtIter0Drc: 539
cp-start-kind: "input port"
ys_seq_elements: 368
rsz0062_at_grt: "false"
insertion_delay_ns: 0.52
antenna_found_initial: 0
fp_util: 0.509
numPortBuffers: 77
wl_um: 39100
yosys-mux-area-fraction: 0.100
cts_tree: "done"
ir_drop_v: 0.000108
clock_skew_ns: 0.00947
dp_hpwl_um: 23300
grt_pass1_vias: 9996
-- kinds of logic (layout without fill, tap and decap cells) --
family          after synthesis  after routing
xor+xnor                      3              3
mux                         140            140
flops                       368            368
compound gates              221            221
fa+ha+maj                     5              5
buf+inv                     110            217
simple gates                262            262
-- where the power goes --
| group | total [W] | internal [W] | switching [W] |
|---|---|---|---|
| Combinational | 0.000364 | 0.000134 | 0.000229 |
| Clock | 0.00101 | 0.000622 | 0.000390 |
| Sequential | 0.00123 | 0.00120 | 0.0000348 |
| Total | 0.00261 | 0.00196 | 0.000654 |
-- worst max-delay path: stages --
cell	delay, ns
clkdlybuf4s50_1	0.56
nand2b_1	0.40
buf_4	0.40
nand2_2	0.11
nand2_1	0.44
o41ai_1	0.60
clkdlybuf4s50_1	0.53
-- flip-flops by register name (all words and copies together), names as in the netlist --
signal                flops
Tx.r_wr                   1
Rx.rf                   320
Tx.state                  2
Tx.read_wait              1
Tx.r_rd                   1
Tx.r_wdata               32
Tx.r_address              4
Tx.r_len                  4
Tx.r_transaction_cnt      3
-- placed cells by master, fill, tap and decap left out, types with 6 or more instances in the layout --
master	netlist	routed
and2_1	32	32
a221oi_1	26	26
dfxtp_1	48	46
o22ai_1	13	13
nor2_1	30	26
o2111ai_1	13	13
clkbuf_1	29	11
buf_4	11	41
o221ai_1	20	20
nor2b_1	14	14
nor4_1	14	13
clkbuf_16	0	41
clkdlybuf4s50_1	0	77
o41ai_1	12	12
mux4_2	7	7
nand2_1	115	115
a21oi_1	52	52
o31ai_1	6	6
mux2_2	63	63
a211oi_1	19	19
o211ai_1	14	14
inv_1	25	25
clkinv_1	3	6
o21ai_0	21	20
and3_1	12	12
edfxtp_1	320	320
nor3_1	25	21
mux2i_1	70	70
-- per-stage QoR --
stage          total power (W)  instance area [µm²]  setup WS, ns
6_report               0.00261                18200          5.65
5_1_grt                0.00270                18200          5.48
4_1_cts                0.00263                18200          5.69
3_5_place_dp           0.00162                16900          5.70
3_3_place_gp           0.00162                16900          5.79
2_1_floorplan          0.00150                15600          7.42
-- area by class of cell --
class                      count  share of cell area
clock buffer                  56              0.0610
clock inverter                15              0.0110
inverter                      28             0.00578
multi-input combinational    631               0.254
sequential                   368               0.582
tap                          396              0.0272
timing repair buffer         118              0.0593
-- worst paths after layout --
path,startpoint,to
hold / removal,Tx.r_wdata[21]$_SDFFE_PP0P_,Tx.r_wdata[21]$_SDFFE_PP0P_
setup / recovery,io_top_ready,io_top_rdata[10]
setup reg to reg,Tx.r_address[0]$_SDFFE_PP0P_,Rx.rf[1][26]$_DFFE_PP_
hold reg to reg,Tx.r_wdata[21]$_SDFFE_PP0P_,Tx.r_wdata[21]$_SDFFE_PP0P_
-- metal layers --
layer  up-vias  part of all wire  GRT usage
li1       4453                 -          -
met1      4781              0.39      0.412
met2       463              0.46      0.402
met3        95              0.11      0.141
met4         0             0.033     0.0738
met5         -                 0          0
No activity file was given, so power comes from the tool's default toggle rates.
